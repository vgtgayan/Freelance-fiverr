==> flow/design.v <==
module fifo #  (
                parameter int bW = 8 ,
                parameter int eC = 8 ,
                parameter int ptrW = $clog2(eC) ,
                parameter int cntW = $clog2(eC +1)
                )
                (
                input logic [bW-1:0] pushData,
                input logic          push,
                output logic         full,
                output logic [bW-1:0] popData,
                input logic pop,
                output logic empty,
                input logic clk,
                input logic rst
                );
logic [ptrW-1:0] push_ptr;
logic [ptrW-1:0] pop_ptr;
logic [cntW-1:0] item_cnt;
logic               writeEn;
logic   [bW-1:0]    TOS;  
logic   [bW-1:0]    pushData_reg;
memory #(bW,eC) mymem ( .readAddr (pop_ptr),
                        .writeAddr(push_ptr),
                        .writeData(pushData_reg),
                        .writeEn  (writeEn),
                        .readData (TOS),
                        .clk      (clk)
                      );
always_ff @(posedge clk or posedge rst) begin
    if (rst) begin
         push_ptr <= 8'hff;
         pop_ptr  <= 0;
         item_cnt <= 0;
         writeEn  <= 0;
    end
    else if (push) begin
        push_ptr <= push_ptr + 1;
        writeEn  <= 1;
        item_cnt <= item_cnt + 1;
    end
    else if (pop) begin
        pop_ptr  <= pop_ptr + 1;
        writeEn  <= 0;
        item_cnt <= item_cnt - 1;
    end
    else begin
        writeEn  <= 0;
    end
end
always_comb begin
    full = 0;
    empty = 0;
    if (item_cnt == eC)
        full = 1;
    if (item_cnt == 0)
        empty = 1;
end
always_ff @ (posedge clk or posedge rst) begin
    if (rst)
        pushData_reg <= 0;
    else
        pushData_reg <= pushData;
end
always_ff @ (posedge clk or posedge rst) begin
    if (rst)
        popData <= 0;
    else if (pop)
        popData <= TOS;
end
endmodule
module memory
#   (
    parameter   int bW = 8,
    parameter   int eC = 8,
    parameter   int aW = $clog2(eC)
    )
    (
    input   logic   [aW-1:0]    readAddr,
    input   logic   [aW-1:0]    writeAddr,
    input   logic   [bW-1:0]    writeData,
    input   logic               writeEn,
    output  logic   [bW-1:0]    readData,
    input   logic               clk
    );
    logic   [bW-1:0]    mem [eC-1:0];
    assign  readData = mem[readAddr];
    always  @(posedge clk) begin
        if( writeEn )
            mem[writeAddr] <= writeData;
    end
endmodule
==> flow/run.sh <==
#!/bin/bash
# OpenROAD 26Q1-2900-gdf79404cd8, Yosys 0.63+post, stock flow scripts
make -C /OpenROAD-flow-scripts/flow DESIGN_CONFIG=/design/flow/config.mk WORK_HOME=/design/flow/orfs finish
==> flow/config.mk <==
export PLATFORM = sky130hd
export DESIGN_NAME = fifo
export DESIGN_NICKNAME = fifo
export VERILOG_FILES = /design/flow/design.v
export SDC_FILE = /design/flow/constraint.sdc
export NUM_CORES = 4
export LEC_CHECK = 1
export CORE_UTILIZATION = 40
==> flow/constraint.sdc <==
current_design fifo

set clk_period 2.2
set clk_io_pct 0.2

create_clock -name clk0 -period $clk_period [get_ports {clk}]

set non_clock_inputs [all_inputs -no_clocks]
set_input_delay [expr $clk_period * $clk_io_pct] -clock clk0 $non_clock_inputs
set_output_delay [expr $clk_period * $clk_io_pct] -clock clk0 [all_outputs]
==> flow_summary.json <==
{
  "status": "complete, no violations",
  "top_area_cell": "edfxtp_1",
  "largest_register_ffs": 64,
  "leading_post_synthesis_cells_by_cell_area": "edfxtp_1, dfrtp_1, mux2i_1",
  "postSynthCellCount": 218,
  "largest_net_degree_at_the_start_of_global_routing": 28,
  "buffers_plus_inverters_on_the_worst_setup_path": 1,
  "detail_route.iter0.violations": 132,
  "seq_area_frac_synth_pct": 72.97,
  "worst_ep_required_time_ns": 1.76,
  "max_clock_freq_ghz": 0.4727,
  "final_setup_slack_of_the_worst_path_ns": 0.08450,
  "p_clk_share_pct": 24.1,
  "yosys_synthesis_chip_area_sq_um": 3565,
  "power-per-cell-area_nw_per_um2": 1231,
  "sw_frac_of_total_pct": 29.15,
  "cts_repair_resize_count": 0,
  "root_driver": "clkbuf_8",
  "grt_pass1_wl_mm": 9.342,
  "via_count_of_the_first_global_routing_pass": 1823,
  "final_max_slew_viol_count": 0,
  "route.detailed.drc": 0,
  "place_inst": 354,
  "cts_tree": "built",
  "share_comb_of_total_power_pct": 28.9,
  "horizontal_die_size_um": 96.40,
  "rsz_0062_raised_after_global_routing": "no",
  "reg2reg_to": "mymem.mem[0][1]",
  "skew_ns": 0.007541,
  "finish.utilization_pct": 48.08,
  "drt.antenna.violating_nets": 0,
  "route.vias.total": 1868,
  "critPathLaunchType": "flop",
  "floorplan.initialDensity_pct": 41.08,
  "route.detailed.vias_per_inst": 5.049,
  "timing.final.setup_violations": 0,
  "synth-compound-area-share_pct": 4.984,
  "worst_hold_slack_ns": 0.4545,
  "seqCellArea_sq_um": 2601,
  "path_max_fanout": 5,
  "total_design_power_mw": 5.137,
  "syn_area_per_cell_sq_um": 16.35,
  "gpl.final_weighted_congestion": 0.8152,
  "portBuffers": 21,
  "dp_worst_setup_slack_ns": 0.1423,
  "ys_warn_count": 2,
  "dieArea_sq_um": 9293,
  "cp_slowest_stage_delay_ns": 0.52,
  "timing_worst_slew_pin_value_ns": 0.6267,
  "clock_sink_count": 91,
  "setup.reg_to_reg.worst_slack_ns": 0.58,
  "num_rows": 34,
  "warnings": 25,
  "synth.distinct_cells": 32,
  "synth-simple-area-share_pct": 4.528,
  "reg2regPathDepth": 3,
  "power.sequential.fraction_pct": 47.0,
  "core_area_sq_um": 8678,
  "critical_path.endpoint": "full",
  "vertical_die_dimension_um": 96.40,
  "accumulated_negative_setup_slack_ns": 0,
  "max-slew-margin-rel_pct": 57.90,
  "drt_first_pass_iters": 6,
  "max-cap-violations": 0,
  "antenna_found_initial": 0,
  "cts-htree-levels": 3,
  "cpMaxStageDelayCell": "clkdlybuf4s50_1",
  "power.leakage_nw": 1.597,
  "ys_sh_adder_pct": 1.966,
  "antenna-diode-count": 0,
  "switching_power_mw": 1.497,
  "vdd_drop_max_uv": 515.5,
  "criticalPathCategory": "flop to output port",
  "global_route.usage.total_pct": 15.14,
  "clk_pin_slew_worst_paths_ns": 0.09,
  "critical-path-top-delay-family": "buffers and inverters",
  "netlist_logic_family_top": "multiplexers",
  "drive_above_1_share_pct": 14.89,
  "clk_latency_ns": 0.35,
  "syn_area_sq_um": 3565,
  "post_route_cell_area_sq_um": 4173,
  "finalCritPeriodShare_pct": 96.16,
  "hp-class": "primary input to async pin",
  "cts_post_setup_buffers_inserted": 0,
  "startpoint": "item_cnt[0]",
  "post_dp_cell_area_sq_um": 3946,
  "synth.mux.area_fraction_pct": 10.21,
  "final_hold_vios": 0,
  "fillCellCount": 746,
  "critical_path_depth": 2,
  "logic_area_sq_um": 834.6,
  "crit_path_cell_trace": "nor4b_1 -> clkdlybuf4s50_1",
  "dp_hpwl_mm": 3.804,
  "post_synth_xor_area_fraction_pct": 1.720,
  "clk_path_buf_depth": 2,
  "finish.cell_count_without_fillers": 370,
  "yosysCellCount": 218,
  "yosys_register_bits": 91,
  "internal_mw": 3.639,
  "reg2reg_from": "push_ptr[2]",
  "sum_of_routed_wire_length_over_all_layers_mm": 5.978,
  "critical_path.endpoint_type": "output port",
  "post_layout_min_period_ns": 2.115,
  "critical_path_arrival_ns": 1.68,
  "synth_largest_type_area_fraction_pct": 53.91,
  "cts_made_buffers": 9,
  "boundaryPins": 22,
  "holdBufCountCts": 0,
  "grt.overflow.total": 0,
  "flow.area_growth_from_synthesis_pct": 17.06,
  "drt-wirelength-per-cell_um": 16.16
}
worst register-to-register path: stages (launching register included):
cell and delay, ns:
dfstp_2 0.39, nand2b_1 0.18, nor3_1 0.51, buf_4 0.27
final cells by class:
class,instances,share of cell area [%]
clock buffers,10,3.298
clock inverters,6,2.129
inverters,10,0.8996
multi-input cells,107,20.00
flip-flops and latches,91,62.34
well taps,108,3.238
repair buffers,38,8.096
placed cells by master, fill, tap and decap left out, types with 2 or more instances in the layout:
| master | Yosys | layout |
|---|---|---|
| edfxtp_1 | 64 | 64 |
| xnor2_1 | 5 | 5 |
| clkinv_4 | 0 | 2 |
| nand2_1 | 5 | 5 |
| clkdlybuf4s50_1 | 0 | 21 |
| mux2i_1 | 33 | 33 |
| inv_1 | 10 | 10 |
| dfrtp_1 | 24 | 24 |
| nand2b_1 | 3 | 3 |
| bufinv_16 | 0 | 2 |
| a22oi_1 | 16 | 16 |
| xor2_1 | 2 | 2 |
| clkbuf_8 | 0 | 10 |
| nor3_1 | 2 | 2 |
| nor2_1 | 8 | 8 |
| mux2_2 | 3 | 3 |
| dfstp_2 | 3 | 3 |
| nand3_1 | 8 | 8 |
| ha_1 | 4 | 4 |
| o21ai_1 | 8 | 8 |
| buf_4 | 0 | 17 |
cells in the mapped netlist:
| library cell | instances |
|---|---|
| buf_6 | 2 |
| a22oi_1 | 16 |
| o21ai_1 | 8 |
| inv_1 | 10 |
| nor4_1 | 1 |
| nor2b_1 | 1 |
| mux2_2 | 3 |
| dfrtp_1 | 24 |
| buf_2 | 1 |
| nand2b_1 | 3 |
| a21oi_1 | 1 |
| ha_1 | 4 |
| dfstp_2 | 3 |
| and2b_1 | 1 |
| nor3_1 | 2 |
| xnor2_1 | 5 |
| clkbuf_2 | 1 |
| nand2_1 | 5 |
| nor2b_2 | 1 |
| nor4b_1 | 1 |
| fa_1 | 1 |
| clkbuf_4 | 1 |
| nand3_1 | 8 |
| a21o_1 | 1 |
| and2_1 | 1 |
| buf_12 | 2 |
| edfxtp_1 | 64 |
| xor2_1 | 2 |
| nor2_1 | 8 |
| o21ai_0 | 1 |
| clkbuf_1 | 3 |
| mux2i_1 | 33 |
worst min-delay path by stage:
stage                 from               to  slack (ns)  depth (start not counted)
after CTS              rst       popData[7]        0.46                          3
after global routing   rst  pushData_reg[0]        0.49                          3
final                  rst       popData[7]        0.45                          3
metal layers:
metal | GRT usage, % | vias up | wire length (um)
met4 | 3.799 | 0 | 211
li1 | - | 882 | -
met5 | 0 | - | 0
met3 | 7.001 | 19 | 526
met1 | 21.63 | 888 | 2446
met2 | 22.70 | 79 | 2794
power groups by stage:
| stage | clock, mW | sequential (mW) | combinational [mW] |
|---|---|---|---|
| CTS | 1.27 | 2.42 | 1.51 |
| finish | 1.24 | 2.42 | 1.48 |
| global route | 1.34 | 2.47 | 1.66 |
logic make-up (layout without fill, tap and decap cells):
group	count (synthesis)	after routing
flip-flops	91	91
AND-OR/OR-AND	27	27
buffers and inverters	20	64
adder cells (fa/ha/maj)	5	5
XOR/XNOR	7	7
AND/OR/NAND/NOR	32	32
multiplexers	36	36
Power figures rest on the tool's default switching activity, not on a simulated workload.
